==> flow/run.sh <==
#!/bin/bash
# OpenROAD 26Q1-2900-gdf79404cd8, Yosys 0.63+post, stock flow scripts
make -C /OpenROAD-flow-scripts/flow DESIGN_CONFIG=/design/flow/config.mk WORK_HOME=/design/flow/orfs finish
==> flow/config.mk <==
export PLATFORM = sky130hd
export DESIGN_NAME = uart_tx
export DESIGN_NICKNAME = uart_tx
export VERILOG_FILES = /design/flow/design.v
export SDC_FILE = /design/flow/constraint.sdc
export NUM_CORES = 4
export LEC_CHECK = 1
export CORE_AREA = 10 10 91 91
export DIE_AREA = 0 0 101 101
==> flow/constraint.sdc <==
current_design uart_tx

set clk_period 5.2
set clk_io_pct 0.2

create_clock -name clk0 -period $clk_period [get_ports {clk}]

set non_clock_inputs [all_inputs -no_clocks]
set_input_delay [expr $clk_period * $clk_io_pct] -clock clk0 $non_clock_inputs
set_output_delay [expr $clk_period * $clk_io_pct] -clock clk0 [all_outputs]
==> flow/design.v <==
module baud_tick_gen(
	input clk, enable,
	output tick);
parameter clk_freq = 12000000;
parameter baud = 115200;
parameter oversampling = 1;
function integer log2(input integer v); begin log2=0; while(v >> log2) log2 = log2 + 1; end endfunction
localparam acc_width = log2(clk_freq / baud) + 8;  
reg [acc_width:0] acc = 0;
localparam shiftlimiter = log2((baud * oversampling) >> (31 - acc_width));  
localparam inc = ((baud * oversampling << (acc_width - shiftlimiter)) + (clk_freq >> (shiftlimiter + 1))) / (clk_freq >> shiftlimiter);  
always @(posedge clk) if (enable) acc <= acc[acc_width-1:0] + inc[acc_width:0]; else acc <= inc[acc_width:0];
assign tick = acc[acc_width];
endmodule
module uart_tx(
	input clk,
	input tx_start,
	input [7:0] tx_data,
	output tx,
	output tx_busy);
parameter clk_freq = 12000000;
parameter baud = 115200;
wire bit_tick;
baud_tick_gen #(clk_freq, baud) tickgen(.clk(clk), .enable(tx_busy), .tick(bit_tick));
localparam
	IDLE      = 4'b0000,  
	BIT_START = 4'b0100,  
	BIT0      = 4'b1000,  
	BIT1      = 4'b1001,  
	BIT2      = 4'b1010,  
	BIT3      = 4'b1011,  
	BIT4      = 4'b1100,  
	BIT5      = 4'b1101,  
	BIT6      = 4'b1110,  
	BIT7      = 4'b1111,  
	BIT_STOP1 = 4'b0010,  
	BIT_STOP2 = 4'b0011;  
reg [3:0] tx_state = IDLE;
wire tx_ready = (tx_state == 0);
assign tx_busy = ~tx_ready;
reg [7:0] tx_shift = 0;
always @(posedge clk)
begin
	if (tx_ready & tx_start)
		tx_shift <= tx_data;
	else
	if (tx_state[3] & bit_tick)
		tx_shift <= (tx_shift >> 1);
	case (tx_state)
		IDLE:      if(tx_start) tx_state <= BIT_START;
		BIT_START: if(bit_tick) tx_state <= BIT0;
		BIT0:      if(bit_tick) tx_state <= BIT1;
		BIT1:      if(bit_tick) tx_state <= BIT2;
		BIT2:      if(bit_tick) tx_state <= BIT3;
		BIT3:      if(bit_tick) tx_state <= BIT4;
		BIT4:      if(bit_tick) tx_state <= BIT5;
		BIT5:      if(bit_tick) tx_state <= BIT6;
		BIT6:      if(bit_tick) tx_state <= BIT7;
		BIT7:      if(bit_tick) tx_state <= BIT_STOP1;
		BIT_STOP1: if(bit_tick) tx_state <= BIT_STOP2;
		BIT_STOP2: if(bit_tick) tx_state <= IDLE;
		default:   if(bit_tick) tx_state <= IDLE;
	endcase
end
assign tx = (tx_state < 4) | (tx_state[3] & tx_shift[0]);
endmodule
==> impl_metrics.prom <==
# HELP chip_impl_metric Synthesis and place-and-route metrics
# TYPE chip_impl_metric gauge
chip_impl_info{name="outcome",value="finished, final reports clean"} 1
chip_impl_metric{name="post_synth_instance_area",unit="sq mm"} 0.00130
chip_impl_metric{name="tool_warnings",unit=""} 25
chip_impl_info{name="yosys-top-cells-area",value="sky130_fd_sc_hd__edfxtp_1 28%, sky130_fd_sc_hd__dfxtp_1 25%, sky130_fd_sc_hd__mux2_1 6.1%"} 1
chip_impl_metric{name="asyncSetResetFlopFracSynth",unit="%"} 0
chip_impl_metric{name="worst_reg_to_reg_cells",unit=""} 3
chip_impl_metric{name="post-dp-hpwl",unit="microns"} 1530
chip_impl_metric{name="switching_share",unit="%"} 29.8
chip_impl_metric{name="layout_setup_ws",unit="ns"} 1.94
chip_impl_metric{name="insertion_delay",unit="ns"} 0.27
chip_impl_info{name="worst_r2r_startpoint",value="tx_state[3]"} 1
chip_impl_info{name="rsz0062_at_grt",value="false"} 1
chip_impl_metric{name="final.setup.tns",unit="ns"} 0
chip_impl_metric{name="ctsResizeCount",unit=""} 0
chip_impl_metric{name="design.portCount",unit=""} 12
chip_impl_metric{name="synthesis.yosys.warnings",unit=""} 2
chip_impl_metric{name="final_period_utilization",unit="%"} 62.7
chip_impl_metric{name="antenna_found_initial",unit=""} 0
chip_impl_metric{name="max_clock_freq",unit="GHz"} 0.307
chip_impl_info{name="worst_hold_path_type",value="flop to flop"} 1
chip_impl_info{name="critPathLaunch",value="tx_state[3]"} 1
chip_impl_metric{name="synthesis.instances",unit=""} 121
chip_impl_metric{name="clock_tree.htree_level_count",unit=""} 1
chip_impl_metric{name="cp_data_arrival_time",unit="ns"} 2.22
chip_impl_metric{name="postSynthRegisterBits",unit=""} 28
chip_impl_metric{name="global_route.usage.total",unit="%"} 4.26
chip_impl_info{name="worstSetupEndpoint",value="tx_busy"} 1
chip_impl_metric{name="edf_count",unit=""} 12
chip_impl_metric{name="antenna_cells",unit=""} 0
chip_impl_metric{name="grt_overflow",unit=""} 0
chip_impl_metric{name="p_int",unit="uW"} 473
chip_impl_metric{name="n_fill_cell",unit=""} 659
chip_impl_metric{name="floorplan.die.width",unit="microns"} 101
chip_impl_info{name="synth_top_flop_cell",value="sky130_fd_sc_hd__dfxtp_1"} 1
chip_impl_metric{name="final.min_clock_period",unit="ns"} 3.26
chip_impl_metric{name="drive_above_1_share",unit="%"} 12.0
chip_impl_metric{name="post-route-drc-count",unit=""} 0
chip_impl_metric{name="vias_per_cell",unit=""} 4.11
chip_impl_metric{name="final-seq-area",unit="sq um"} 681
chip_impl_metric{name="area_growth",unit="%"} 19.6
chip_impl_metric{name="clkTransAtPathRegs",unit="ns"} 0.09
chip_impl_metric{name="placement.setup.worst_slack",unit="ns"} 2.22
chip_impl_info{name="criticalPathCategory",value="flop to output port"} 1
chip_impl_metric{name="syn_avg_cell_area",unit="sq um"} 10.8
chip_impl_metric{name="placement_rows",unit=""} 29
chip_impl_metric{name="power.ir.vdd_worst",unit="mV"} 0.326
chip_impl_metric{name="skew",unit="ns"} 0.00222
chip_impl_metric{name="globalplace.congestion",unit=""} 0.794
chip_impl_metric{name="initial_core_util",unit="%"} 20.5
chip_impl_metric{name="grt_first_pass_wirelength",unit="microns"} 3650
chip_impl_metric{name="cts-buffers-inserted",unit=""} 3
chip_impl_metric{name="port_buffers",unit=""} 11
chip_impl_metric{name="combGateArea",unit="sq um"} 583
chip_impl_info{name="setup.worst_path.end_class",value="output port"} 1
chip_impl_metric{name="die-area",unit="sq mm"} 0.0102
chip_impl_metric{name="max-slew-margin-rel",unit="%"} 49.4
chip_impl_metric{name="max-cap-violations",unit=""} 0
chip_impl_metric{name="fp.dieH",unit="microns"} 101
chip_impl_metric{name="wl_per_cell",unit="microns"} 10.0
chip_impl_metric{name="combinational_share_of_power",unit="%"} 25.9
chip_impl_metric{name="timing.final.hold_violations",unit=""} 0
chip_impl_metric{name="first_global_vias",unit=""} 814
chip_impl_metric{name="post-synth-top-area-fraction",unit="%"} 27.7
chip_impl_metric{name="seqPwrFrac",unit="%"} 49.3
chip_impl_metric{name="final_max_slew_viol_count",unit=""} 0
chip_impl_metric{name="netsw",unit="uW"} 201
chip_impl_metric{name="hold_buffers",unit=""} 0
chip_impl_info{name="largest_area_cell",value="sky130_fd_sc_hd__edfxtp_1"} 1
chip_impl_metric{name="powerDensity",unit="mW/mm^2"} 433
chip_impl_info{name="rr_endpoint",value="tx_shift[6]"} 1
chip_impl_metric{name="drt-total-wl",unit="microns"} 2110
chip_impl_metric{name="fp.coreArea",unit="sq mm"} 0.00635
chip_impl_metric{name="ys_cells",unit=""} 121
chip_impl_metric{name="finalSetupViolCount",unit=""} 0
chip_impl_metric{name="grt_max_degree",unit=""} 17
chip_impl_metric{name="final_antenna_net_count",unit=""} 0
chip_impl_metric{name="max_slew.worst_pin.slew",unit="ns"} 0.753
chip_impl_info{name="tritoncts",value="yes"} 1
chip_impl_metric{name="reg2reg_setup_slack",unit="ns"} 2.96
chip_impl_metric{name="clk_path_buf_depth",unit=""} 2
chip_impl_info{name="cts_root_buffer",value="sky130_fd_sc_hd__clkbuf_8"} 1
chip_impl_metric{name="post-cts-setup-buffers",unit=""} 0
chip_impl_metric{name="tritoncts_num_sinks",unit=""} 28
chip_impl_info{name="post_synth_most_frequent_cells",value="16 x sky130_fd_sc_hd__dfxtp_1, 16 x sky130_fd_sc_hd__nand2_1, 12 x sky130_fd_sc_hd__edfxtp_1"} 1
chip_impl_metric{name="worst_ep_required_time",unit="ns"} 4.16
chip_impl_metric{name="clock_power_share",unit="%"} 24.7
chip_impl_metric{name="first_drt_pass_iteration_count",unit=""} 2
chip_impl_metric{name="yosys.stat.seqShare",unit="%"} 52.3
chip_impl_metric{name="yosys_area",unit="sq mm"} 0.00130
chip_impl_metric{name="drt_iter0_markers",unit=""} 27
chip_impl_metric{name="leakagePower",unit="nW"} 0.571
chip_impl_metric{name="synth_cell_type_count",unit=""} 41
chip_impl_metric{name="crit_path_max_fanout",unit=""} 13
chip_impl_metric{name="detailroute.via_count",unit=""} 863
chip_impl_info{name="worstSetupStartpointType",value="flop"} 1
## worst max-delay path: stages, from the launching register on
cell,delay [ns]
sky130_fd_sc_hd__edfxtp_1,0.57
sky130_fd_sc_hd__nor4_4,0.70
sky130_fd_sc_hd__inv_2,0.21
sky130_fd_sc_hd__clkdlybuf4s50_1,0.47
## through the flow
stage                     area [sq um]  util [%]  std cells  power (mW)  hold WS (ns)
after CTS                         1560      24.5        210       0.683         0.423
after floorplan                   1300         -        121       0.480         0.384
after global routing              1560      24.5        210       0.725         0.445
final                             1560      24.5        210       0.674         0.420
after global placement            1490      23.4        206       0.509         0.401
after detailed placement          1490      23.4        206       0.511         0.399
## logic make-up (layout without fill, tap and decap cells)
group	Yosys count	in the layout	synth area share (%)
buffers and inverters	7	19	2.88
adder cells (fa/ha/maj)	1	1	0.961
AND-OR/OR-AND	25	25	12.9
flip-flops	28	28	52.3
AND/OR/NAND/NOR	46	46	20.1
XOR/XNOR	6	6	4.04
multiplexers	8	8	6.83
## registers in the layout, indices dropped and copies added, names as in the netlist
register	flops
tx_state	4
tx_shift	8
tickgen.acc	16
## power by group through the flow
stage	registers, mW	clock network [mW]	logic (mW)
5_1_grt	0.341	0.182	0.202
6_report	0.333	0.167	0.175
4_1_cts	0.333	0.174	0.177
## layout make-up
class	count	area share, %
Timing Repair Buffer	11	7.07
Tap cell	77	6.19
Inverter	4	0.965
Sequential cell	28	43.7
Clock inverter	1	1.93
Clock buffer	3	2.65
Multi-Input combinational cell	86	37.5
## metal layers
metal / track usage (%) / routed length (microns)
met1: 5.97 / 1130
met2: 5.65 / 713
met3: 2.70 / 246
met4: 0.322 / 12
met5: 0 / 0
## cell usage in the layout (no fill, tap or decap), types with 2 or more instances in the layout
master,n
sky130_fd_sc_hd__xor2_1,4
sky130_fd_sc_hd__edfxtp_1,12
sky130_fd_sc_hd__clkbuf_8,3
sky130_fd_sc_hd__xnor2_1,2
sky130_fd_sc_hd__o21ai_1,4
sky130_fd_sc_hd__dfxtp_1,16
sky130_fd_sc_hd__o31ai_1,2
sky130_fd_sc_hd__nor3_1,2
sky130_fd_sc_hd__a21oi_1,5
sky130_fd_sc_hd__and3_1,2
sky130_fd_sc_hd__o21ai_0,7
sky130_fd_sc_hd__nand2_1,16
sky130_fd_sc_hd__nor2_1,8
sky130_fd_sc_hd__or3_1,3
sky130_fd_sc_hd__mux2_1,7
sky130_fd_sc_hd__clkdlybuf4s50_1,11
sky130_fd_sc_hd__inv_1,3
sky130_fd_sc_hd__nand3_1,3
## worst min path at each step
| stage | slack [ns] | start | to | cells after the start |
|---|---|---|---|---|
| after CTS | 0.42 | tickgen.acc[0] | tickgen.acc[0] | 1 |
| after global routing | 0.45 | tickgen.acc[0] | tickgen.acc[0] | 1 |
| final | 0.42 | tickgen.acc[0] | tickgen.acc[0] | 1 |
No activity file was given, so power comes from the tool's default toggle rates.
