==> design/flow/design.v <==
module tdc (
  input logic clk,
  input logic reset,
  input logic [7:0] uart_data,
  output logic [31:0] t,
  output logic [31:0] clock_cycles
);
  logic [31:0] counter;
  logic [31:0] time_latch;
  logic [7:0] uart_data_prev;
  always_ff @(posedge clk) begin
    if (reset) begin
      counter <= 32'd0;
      time_latch <= 32'd0;
      uart_data_prev <= 8'b0;
    end else begin
      if (uart_data != 8'b0) begin
        counter <= counter + 32'd1;
      end else if (uart_data_prev != 8'b0) begin
        time_latch <= counter;
        counter <= 32'd0;
      end
      uart_data_prev <= uart_data;
    end
  end
  assign t = time_latch;
  assign clock_cycles = t;
endmodule
==> design/flow/run.sh <==
#!/bin/bash
# OpenROAD 26Q1-2900-gdf79404cd8, Yosys 0.63+post, stock flow scripts
make -C /OpenROAD-flow-scripts/flow DESIGN_CONFIG=/design/flow/config.mk WORK_HOME=/design/flow/orfs finish
==> design/flow/config.mk <==
export PLATFORM = sky130hd
export DESIGN_NAME = tdc
export DESIGN_NICKNAME = tdc
export VERILOG_FILES = /design/flow/design.v
export SDC_FILE = /design/flow/constraint.sdc
export NUM_CORES = 4
export LEC_CHECK = 1
export CORE_UTILIZATION = 30
==> design/flow/constraint.sdc <==
current_design tdc

set clk_period 3.7
set clk_io_pct 0.2

create_clock -name clk0 -period $clk_period [get_ports {clk}]

set non_clock_inputs [all_inputs -no_clocks]
set_input_delay [expr $clk_period * $clk_io_pct] -clock clk0 $non_clock_inputs
set_output_delay [expr $clk_period * $clk_io_pct] -clock clk0 [all_outputs]
==> results.cfg <==
; implementation run metrics
[sta]
slew_violations = 0
rsz0062_at_grt = false
tightest_slew_ns = 0.759
fin_crit_sh = 0.774
layout_setup_ws_ns = 0.837
slew-limit-headroom = 0.494
skew_ns = 0.00706
setup_viol = 0
fmax_mhz = 349
timing.setup.tns_ns = 0
period_minus_slack_ns = 2.86
final-hold-violation-count = 0

[power_and_ir_drop]
p_clk_frac = 0.480
power_leakage_nw = 1.32
ir_drop_mv = 0.212
intPower_mw = 1.28
p_sw_uw = 323
finalPower_mw = 1.61
power.density_nw_per_um2 = 386
pwr-share-comb = 0.030
seqPwrFrac = 0.490
switching_share = 0.201

[synth]
syn_area_per_cell_um2 = 8.50
xor_share = 0.0159
yosys_area_um2 = 3310
ys_warn_count = 1
ys_sh_adder = 0.00378
ff_type = dfxtp_1
edf_count = 0
ys_seq_share = 0.435
netlist_area_um2 = 3310
ys_cells = 390
netlist_instances = 390
mux_area_frac = 0.0336
ys.flops = 72
aoi_share = 0.136
async_reset_ff_frac = 0
synthTopLogicFamily = simple AND/OR/NAND/NOR gates
synth.distinct_cells = 44
simple_gate_area_frac = 0.261

[clock_tree]
clkLatencyLatePin_ns = 0.34
cts_made_buffers = 9
cts_tree = built
clock_sinks = 72
holdBufCountCts = 0
root_buffer = clkbuf_8
h-tree-depth = 3
cts_resized = 0
path_clk_slew_ns = 0.07
postCtsSetupRepairBufs = 0
cts_buffer_depth = 2

[setup_path]
critPathSlowestCell = or4_1
crit_type = primary input to flop
crit_path_start = uart_data[5]
path_cells = clkdlybuf4s50_1, or4_1, o21ai_2, nor4_1, mux2_1
reg2reg_slack_ns = 1.31
cp-start-kind = primary input
endpoint_kind = flop
critical_path_arrival_ns = 3.10
max_stage_delay_ns = 0.77
cp_top_family = simple AND/OR/NAND/NOR gates
worst-path-buf-inv = 1
r2r-end = counter[24]
r2r-start = counter[8]
cp_num_cells = 5
r2r_cells = 4
cp_max_fo = 16
required_ns = 3.93
cp-endpoint = counter[18]

[placed_design]
dp_hpwl_um = 4710
numPlacedInstances = 551
place_congestion = 0.802
numPortBuffers = 73
dp_worst_setup_slack_ns = 0.513

[worst_hold_path]
hp-class = flop to flop

[global_route]
grt_pass1_vias = 2532
grt_overflow = 0
grt_util_all_layers = 0.128
antenna_found_initial = 0
grtUsageMet1 = 0.192
gr-usage-met3 = 0.0223
grt_busiest_layer = met2
grt_pass1_wl_um = 11900
grt_max_degree = 37
grtUsageMet2 = 0.200

[routing]
antenna_left = 0
via_count = 2779
drc = 0
via_per_inst = 4.90
wl_um = 7030
antenna_cells = 0
wl_per_cell_um = 12.4
firstDrtPassIters = 5
drtIter0Drc = 161

[final_layout]
syn_to_final_growth_pct = 25.6
drive_above_1_share = 0.108
final_core_util = 0.386
layout.cells.non_filler = 567

[floorplanning]
io_pins = 74
placementRows = 38
fp.dieH_um = 107
chipArea_um2 = 11500
fp-utilization = 0.307
core-area_um2 = 10800
die_x_um = 107

[job]
max_cap_violations = 0
warning_count = 25

[outcome]
status = finished, final reports clean
-- flip-flops by register name (all words and copies together) (netlist names) --
| signal | flops |
|---|---|
| counter | 32 |
| time_latch | 32 |
| uart_data_prev | 8 |
-- worst register-to-register path: cells and delay by family (launching register included) --
family / cells / cell delay, ns
simple gates: 3 / 1.43
flops: 1 / 0.48
mux: 1 / 0.37
-- area by class of cell --
cell class	instances	area (um2)
multi-input combinational	256	1500
tap	140	175
fill	1055	6630
timing repair buffer	81	786
sequential	72	1440
clock buffer	11	151
inverter	2	7.51
clock inverter	5	103
-- cell usage in the layout, fill, tap and decap left out, types with 8 or more instances in the layout --
master           synthesis  routed
nand2_1                 73      73
dfxtp_1                 72      72
clkdlybuf4s50_1          0      72
a21oi_1                 48      48
nor2_1                  17      17
nand3_1                 11      11
clkbuf_8                 0      11
or4_1                   10      10
nor3b_1                  9       9
mux2_2                   8       8
nor2b_1                  8       8
buf_4                   32       8
-- cell usage after synthesis, types with 8 or more instances --
cell type / instances / area (um2)
mux2_2: 8 / 90.1
or4_1: 10 / 75.1
dfxtp_1: 72 / 1440
nand3_1: 11 / 55.1
a21oi_1: 48 / 240
clkbuf_1: 14 / 52.6
nor2b_1: 8 / 50.1
buf_2: 10 / 50.1
buf_4: 32 / 240
nor3b_1: 9 / 67.6
nand2_1: 73 / 274
nor2_1: 17 / 63.8
-- per-stage QoR --
stage	area, um2	hold WS, ns
after floorplan	3310	0.437
after global placement	3910	0.460
after detailed placement	3910	0.459
after CTS	4160	0.469
after global routing	4160	0.491
final	4160	0.471
-- logic make-up (layout without fill, tap and decap cells) --
| family | after synthesis | in the layout |
|---|---|---|
| AND-OR/OR-AND | 74 | 74 |
| XOR/XNOR | 6 | 6 |
| adder cells (fa/ha/maj) | 1 | 1 |
| buffers and inverters | 62 | 99 |
| flip-flops | 72 | 72 |
| multiplexers | 10 | 10 |
| AND/OR/NAND/NOR | 165 | 165 |
-- routing by layer --
metal  vias up  wire (um)
met2        81       3160
met4         0         89
li1       1401          -
met1      1288       3440
met3         9        343
met5         -          0
-- worst min path at each step --
stage / startpoint / end / slack, ns / cells after the start
6_report: counter[31] / time_latch[31] / 0.47 / 2
5_1_grt: time_latch[16] / time_latch[16] / 0.49 / 2
4_1_cts: counter[31] / time_latch[31] / 0.47 / 2
-- power groups by stage --
stage	Clock [mW]	Sequential, mW	Combinational [mW]
CTS	0.791	0.788	0.0486
global route	0.819	0.789	0.0541
finish	0.771	0.788	0.0478
Power figures rest on the tool's default switching activity, not on a simulated workload.
