**/design/flow/config.mk**
```make
export PLATFORM = sky130hd
export DESIGN_NAME = uart_rx
export DESIGN_NICKNAME = uart_rx
export VERILOG_FILES = /design/flow/design.v
export SDC_FILE = /design/flow/constraint.sdc
export NUM_CORES = 4
export LEC_CHECK = 1
export CORE_AREA = 10 10 107 107
export DIE_AREA = 0 0 117 117
```
**/design/flow/constraint.sdc**
```tcl
current_design uart_rx

set clk_period 4.3
set clk_io_pct 0.2

create_clock -name clk0 -period $clk_period [get_ports {clk}]

set non_clock_inputs [all_inputs -no_clocks]
set_input_delay [expr $clk_period * $clk_io_pct] -clock clk0 $non_clock_inputs
set_output_delay [expr $clk_period * $clk_io_pct] -clock clk0 [all_outputs]
```
**/design/flow/design.v**
```verilog
module baud_tick_gen(
	input clk, enable,
	output tick);
parameter clk_freq = 12000000;
parameter baud = 115200;
parameter oversampling = 1;
function integer log2(input integer v); begin log2=0; while(v >> log2) log2 = log2 + 1; end endfunction
localparam acc_width = log2(clk_freq / baud) + 8;  
reg [acc_width:0] acc = 0;
localparam shiftlimiter = log2((baud * oversampling) >> (31 - acc_width));  
localparam inc = ((baud * oversampling << (acc_width - shiftlimiter)) + (clk_freq >> (shiftlimiter + 1))) / (clk_freq >> shiftlimiter);  
always @(posedge clk) if (enable) acc <= acc[acc_width-1:0] + inc[acc_width:0]; else acc <= inc[acc_width:0];
assign tick = acc[acc_width];
endmodule
module uart_rx(
	input clk,
	input rx,
	output reg rx_ready,
	output reg [7:0] rx_data,  
	output rx_idle,  
	output reg rx_eop = 0  
);
parameter clk_freq = 12000000;
parameter baud = 115200;
parameter oversampling = 8;  
localparam
	IDLE      = 4'b0000,
	BIT_START = 4'b0001,
	BIT0      = 4'b1000,
	BIT1      = 4'b1001,
	BIT2      = 4'b1010,
	BIT3      = 4'b1011,
	BIT4      = 4'b1100,
	BIT5      = 4'b1101,
	BIT6      = 4'b1110,
	BIT7      = 4'b1111,
	BIT_STOP  = 4'b0010;
reg [3:0] rx_state = 0;
wire os_tick;
baud_tick_gen #(clk_freq, baud, oversampling) tickgen(.clk(clk), .enable(1'b1), .tick(os_tick));
reg [1:0] rx_sync = 2'b11;
always @(posedge clk) if(os_tick) rx_sync <= {rx_sync[0], rx};
reg [1:0] filter_cnt = 2'b11;
reg rx_bit = 1'b1;
always @(posedge clk)
	if(os_tick) begin
		if((rx_sync[1] == 1'b1) && (filter_cnt != 2'b11)) filter_cnt <= filter_cnt + 1'd1;
		if((rx_sync[1] == 1'b0) && (filter_cnt != 2'b00)) filter_cnt <= filter_cnt - 1'd1;
		if(filter_cnt == 2'b11) rx_bit <= 1'b1;
		else 
		if(filter_cnt == 2'b00) rx_bit <= 1'b0;
	end
function integer log2(input integer v); begin log2 = 0; while(v >> log2) log2 = log2 + 1; end endfunction
localparam l2o = log2(oversampling);
reg [l2o-2:0] os_cnt = 0;
always @(posedge clk) if(os_tick) os_cnt <= (rx_state == IDLE) ? 1'd0 : os_cnt + 1'd1;
wire sample_now = os_tick && (os_cnt == ((oversampling / 2) - 1));
always @(posedge clk)
	case(rx_state)
		IDLE:      if(~rx_bit) rx_state <= BIT_START;
		BIT_START: if(sample_now) rx_state <= BIT0;
		BIT0:      if(sample_now) rx_state <= BIT1;
		BIT1:      if(sample_now) rx_state <= BIT2;
		BIT2:      if(sample_now) rx_state <= BIT3;
		BIT3:      if(sample_now) rx_state <= BIT4;
		BIT4:      if(sample_now) rx_state <= BIT5;
		BIT5:      if(sample_now) rx_state <= BIT6;
		BIT6:      if(sample_now) rx_state <= BIT7;
		BIT7:      if(sample_now) rx_state <= BIT_STOP;
		BIT_STOP:  if(sample_now) rx_state <= IDLE;
		default:   rx_state <= IDLE;
	endcase
always @(posedge clk) begin
	if(sample_now && rx_state[3]) begin
		rx_data <= {rx_bit, rx_data[7:1]};
	end
end
always @(posedge clk)
begin
	rx_ready <= (sample_now && (rx_state == BIT_STOP) && rx_bit);  
end
reg [l2o+1:0] gap_cnt = 0;
always @(posedge clk)
	if (rx_state != IDLE) 
		gap_cnt <= 0;
	else
		if(os_tick & ~gap_cnt[l2o+1]) gap_cnt <= gap_cnt + 1'd1;
assign rx_idle = gap_cnt[l2o+1];
always @(posedge clk) rx_eop <= os_tick & ~gap_cnt[l2o+1] & &gap_cnt[l2o:0];
endmodule
```
**/design/flow/run.sh**
```bash
#!/bin/bash
# OpenROAD 26Q1-2900-gdf79404cd8, Yosys 0.63+post, stock flow scripts
make -C /OpenROAD-flow-scripts/flow DESIGN_CONFIG=/design/flow/config.mk WORK_HOME=/design/flow/orfs finish
```
==> Slide: Implementation Results <==
Flow Results at a Glance

Setup path
  • RR Endpoint: rx_state[0]
  • Slowest stage delay, CP: between 400 and 500 ps
  • Worst Path Buf+Inv: 1
  • Critical Path AT: 1170 ps
  • Crit-path cells: clkdlybuf4s50_1
  • Crit path kind: flip-flop to primary output
  • Reg2reg start: os_cnt[0]
  • Critical path endpoint: rx_idle
  • Delay-heaviest family, CP: buffers and inverters
  • Crit path max fanout: 5
  • CP Depth: 1
  • Type of origin of the critical path: flip-flop
  • FF-to-FF setup slack: 2400 ps
  • Critical Path End Type: primary output
  • CP startpoint: gap_cnt[5]
  • WP data required: around 3400 ps
  • R2R depth: 5
  • Crit path max-delay cell type: clkdlybuf4s50_1

Floorplan
  • Fp_density: 21.27%
  • Die Size: 13690 sq um
  • Die Y: 117 um
  • IO Count: 13
  • Die width: between 100 and 150 um
  • Num rows: 35
  • Core area: slightly above 9000 sq um

Finish
  • # fillers: slightly below 1000
  • Final core utilization: between 20% and 30%
  • Flop area: about 1100 sq um
  • Area occupied by multi-input gates: roughly 800 sq um
  • Area grow syn2layout: 15.87%
  • Share of layout cells above drive strength 1: about 8.6%
  • Fin cells: approximately 300

Power and ir drop
  • Static Leak: between 0.8 and 0.9 nW
  • Pwr Total: slightly below 0.7 mW
  • Pwr dens: 302.6 nW/um^2
  • Peak supply drop: 0.1110 mV

Timing
  • Worst rel slew slack: between 50% and 60%
  • Final setup TNS: 0 ps
  • Slew at the pin closest to its max-slew limit: 651.5 ps
  • Final worst path period share: 47.30%
  • RSZ-0062 raised after global routing: no
  • Final min period: slightly above 2000 ps
  • Final Hold Fails: 0
  • Final setup violation count: 0
  • Fmax: 491.7 MHz
  • Final slew viol count: 0
  • Clock skew: ~11 ps

Detailed routing
  • Diode count: 0
  • DR pass1 iterations: 4
  • DRC Markers: 0
  • Vias/cell: 4.316
  • M1 wire length: approximately 1600 um
  • Post-Route WL: 3188 um
  • ANT nets after route: 0
  • Initial drt markers: between 60 and 70
  • Highest routed layer: met4
  • Via count: 1282
  • Avg WL per Cell: 10.73 um
  • Met2 routed WL: ~1300 um
  • Met3 wire len: between 200 and 300 um

Synthesis
  • Most frequent cells after synthesis: dfxtp_1 (24), edfxtp_1 (20), nor2_1 (15)
  • Synth cell types: roughly 50
  • Number of cells in Yosys stat: about 170
  • Async S/R FF share, synth: 0%
  • Flip-flops with a built-in enable: 20
  • Total number of yosys warnings: 2
  • Top cells by area: edfxtp_1 (31%), dfxtp_1 (25%), ha_1 (4.5%), xnor2_1 (4.0%), nor2_1 (2.9%)
  • Flops after synth: ~44
  • Post-synth seq share: between 50 and 60%
  • Cell taking the most area after synthesis: edfxtp_1
  • Cells after Synth: 172
  • Most frequent cell after synthesis: dfxtp_1
  • Area share of the largest cell type after synthesis: 30.71%
  • Avg Synthesized Cell Area: between 10 and 15 sq um
  • Commonest flop: dfxtp_1
  • Synthesized area: just under 2000 sq um
  • YS chip area: ~2000 sq um

Clock network
  • Max Buffers Root-to-Sink: 2
  • Setup Fix Bufs, Post-CTS: 0
  • Hold-fix buffers, CTS: 0
  • Root Driver: clkbuf_8
  • Resize count post-CTS: 0
  • TritonCTS clock tree: yes
  • Reg clk slew, reported paths: roughly 80 ps
  • Clock sinks: about 44
  • Inserted Clock Buffers: 5
  • Worst-skew pair later-pin latency: 290 ps
  • H-Tree Depth: 2

Global routing
  • GRT Util Overall: 4.791%
  • Largest net degree at the start of global routing: 15
  • First-pass GRT wire length: approximately 5500 um
  • Initial antenna violation count: 0
  • Vias in the first global route: approximately 1200
  • Grt ovf: 0

Placed design
  • Dpl cells: between 200 and 300
  • GP Congestion: around 0.77
  • Post-DP HPWL: about 2300 um
  • PortBufs: 12

Job
  • Maxcap violations: 0
  • Tool warnings: 26

Worst hold path
  • Hold WC Path Type: flip-flop to flip-flop

Run status
  • Status: completed
## where the power goes
group | internal [mW] | switching, mW
Combinational | 0.000796 | 0.000241
Clock | 0.114 | 0.138
Sequential | 0.433 | 0
## flip-flops by register name, summed over array words and instances (netlist names), 2 cells and up
| signal | flops |
|---|---|
| rx_sync | 2 |
| tickgen.acc | 16 |
| filter_cnt | 2 |
| rx_state | 4 |
| rx_data | 8 |
| os_cnt | 3 |
| gap_cnt | 6 |
## per-stage QoR
| stage | hold slack [ps] | instance area, sq um | worst slack (ps) |
|---|---|---|---|
| final | 425.7 | 2266 | 2266 |
| after detailed placement | 416.8 | 2181 | 2382 |
| after CTS | 430.7 | 2266 | 2239 |
| after global routing | 439.4 | 2266 | 2212 |
| after floorplan | 394.6 | 1956 | 2541 |
| after global placement | 408.6 | 2181 | 2450 |
## cells in the final DEF (no fill, tap or decap), types with 3 or more instances in the layout
| cell type | netlist | final |
|---|---|---|
| a21oi_1 | 4 | 4 |
| o211ai_1 | 4 | 4 |
| inv_1 | 7 | 7 |
| nand2_1 | 10 | 10 |
| edfxtp_1 | 20 | 20 |
| xnor2_1 | 9 | 9 |
| xor2_1 | 4 | 4 |
| clkbuf_8 | 0 | 5 |
| nand4_1 | 3 | 3 |
| and4b_1 | 3 | 3 |
| o21ai_0 | 5 | 5 |
| nor2b_1 | 7 | 7 |
| nand3_1 | 3 | 3 |
| dfxtp_1 | 24 | 24 |
| clkdlybuf4s50_1 | 0 | 12 |
| nor2_1 | 15 | 15 |
| ha_1 | 7 | 7 |
## kinds of logic (layout without fill, tap and decap cells)
family                   after synthesis  in the layout  synth area share [%]
AND/OR/NAND/NOR                       60             60                 17.40
flip-flops                            44             44                 55.28
AND-OR/OR-AND                         33             33                 12.92
XOR/XNOR                              13             13                 5.822
buffers and inverters                 13             27                 3.071
adder cells (fa/ha/maj)                7              7                 4.478
multiplexers                           2              2                 1.024
## metal layers
| metal | vias up | global-route usage [%] |
|---|---|---|
| li1 | 656 | - |
| met1 | 601 | 6.855 |
| met5 | - | 0 |
| met2 | 23 | 7.274 |
| met3 | 2 | 1.496 |
| met4 | 0 | 0.4942 |
## how the worst min path moves through the flow
stage	start	to	slack [ps]	cells past startpoint
4_1_cts	rx_sync[0]	rx_sync[1]	430	0
5_1_grt	rx_sync[0]	rx_sync[1]	440	0
6_report	rx_sync[0]	rx_sync[1]	430	0
## final cells by class
| cell class | count | area share, % |
|---|---|---|
| timing repair buffer | 12 | 5.301 |
| inverter | 7 | 1.160 |
| clock buffer | 6 | 3.203 |
| multi-input combinational | 115 | 35.95 |
| clock inverter | 2 | 0.5522 |
| sequential | 44 | 47.71 |
| tap | 111 | 6.129 |
Power figures rest on the tool's default switching activity, not on a simulated workload.
